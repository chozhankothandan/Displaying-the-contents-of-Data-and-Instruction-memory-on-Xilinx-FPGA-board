[flow/config.mk]
export PLATFORM = sky130hd
export DESIGN_NAME = lab1
export DESIGN_NICKNAME = lab1
export VERILOG_FILES = /design/flow/design.v
export SDC_FILE = /design/flow/constraint.sdc
export NUM_CORES = 4
export LEC_CHECK = 1
export CORE_UTILIZATION = 40
export SYNTH_HDL_FRONTEND = slang
export SYNTH_MEMORY_MAX_BITS = 65536
[flow/constraint.sdc]
current_design lab1

set clk_period 3.3
set clk_io_pct 0.2

create_clock -name clk0 -period $clk_period [get_ports {clk}]

set non_clock_inputs [all_inputs -no_clocks]
set_input_delay [expr $clk_period * $clk_io_pct] -clock clk0 $non_clock_inputs
set_output_delay [expr $clk_period * $clk_io_pct] -clock clk0 [all_outputs]
[flow/design.v]
`timescale 1ns / 1ps
module clock(input clk,reset,output reg [31:0]cntr);
always@(posedge clk)
begin
    if(reset)
        cntr <= 0;
    else
        cntr <= cntr + 1;
end
endmodule
`timescale 1ns / 1ps
module dff(input clk,d,output reg q);
always@(posedge clk)
begin
q <= d;
end
endmodule
`timescale 1ns / 1ps
module lab1(input BTNU,BTNC,reset,clk,output [15:0]led);
        wire [31:0] cntr;
        wire clk_slow;
        clock inst_fclk(clk,reset,cntr);                  
        mux inst_mux(BNTU_q,cntr,clk_slow);
        dff inst_bntu(clk,BTNU,BNTU_q);
        dff inst_bntc(clk,BTNC,BNTC_q); 
        slowclk inst_sclk(clk_g,reset,led);
        assign clk_g = clk_slow & ~BNTC_q; 
endmodule
`timescale 1ns / 1ps
module mux(input s,[31:0]f,output reg clk);
always@(*)
begin
if(s==1)
    clk = f[24];
else
    clk = f[26];
end
endmodule
`timescale 1ns / 1ps 
module slowclk(input clk,reset,output reg [15:0]led);
reg[31:0]INSTR_MEM[0:127];
reg[31:0]DATA_CONST_MEM[0:127];
reg[8:0]i;
    initial begin
                INSTR_MEM[0] = 32'hE59F11F8; 
                INSTR_MEM[1] = 32'hE59F21F8; 
                INSTR_MEM[2] = 32'hE59F3200; 
                INSTR_MEM[3] = 32'hE5924000; 
                INSTR_MEM[4] = 32'hE5814000; 
                INSTR_MEM[5] = 32'hE2533001; 
                INSTR_MEM[6] = 32'h1AFFFFFB; 
                INSTR_MEM[7] = 32'hEAFFFFFE; 
                for(i = 8; i < 128; i = i+1) begin 
                    INSTR_MEM[i] = 32'h0; 
                end
                i = 0;
                DATA_CONST_MEM[0] = 32'h00000C00; 
                DATA_CONST_MEM[1] = 32'h00000C04; 
                DATA_CONST_MEM[2] = 32'h00000C08; 
                DATA_CONST_MEM[3] = 32'h00000C0C; 
                DATA_CONST_MEM[4] = 32'h00000006; 
                DATA_CONST_MEM[5] = 32'hABCD1234; 
                DATA_CONST_MEM[6] = 32'h6C6C6548; 
                DATA_CONST_MEM[7] = 32'h6F57206F; 
                DATA_CONST_MEM[8] = 32'h21646C72; 
                DATA_CONST_MEM[9] = 32'h00212121; 
                for(i = 10; i < 128; i = i+1) begin 
                    DATA_CONST_MEM[i] = 32'h0; 
                end
                i = 0;
    end
   always@(posedge clk)
    begin                   
      if(reset)
       begin
          i = 0;
        end
      else
        i = i + 1;
    end
    always @(i)
    begin
      if(i[8])
        begin
          if (i[0] ) 
           begin
                 led = DATA_CONST_MEM[i[7:1]][15:0];
            end
        else
           begin
                 led = DATA_CONST_MEM[i[7:1]][31:16];
           end    
        end
else
    begin
        if(i[0])
            begin
                led = INSTR_MEM[i[7:1]][15:0];  
            end
        else 
            begin
                led = INSTR_MEM[i[7:1]][31:16];
            end
    end
   end
endmodule    
[flow/run.sh]
#!/bin/bash
# OpenROAD 26Q1-2900-gdf79404cd8, Yosys 0.63+post, stock flow scripts
make -C /OpenROAD-flow-scripts/flow DESIGN_CONFIG=/design/flow/config.mk WORK_HOME=/design/flow/orfs finish
==> run_results.csv <==
group,metric,value,unit
clocking,post_cts_buffers,0,
floorplan,die_y,92.5,µm
yosys,synth_cell_type_count,43,
grt,grt_pass1_vias,2215,
worst_setup_path,crit_fanout,14,
floorplan,rows,32,
flow_run,max_cap_viol_count,0,
worst_setup_path,required,3510,ps
detailed_routing,first_pass_iters,4,
layout,areaGrowthSynthToFinish,11.4,%
layout,fin_area,3650,µm²
worst_setup_path,worstPathCellList,"ha_1, nand2_1, or4_4, or4_1, a21oi_1",
detailed_routing,drt_wl_total,6240,µm
final_timing,worst_pin_slew,760,ps
yosys,synth-edff-count,0,
hold_path,min_from,"inst_fclk.cntr[0]",
yosys,avgSynthCellArea,9.62,µm²
power,leakagePower,1.24,nW
layout,drive_above_1_share,0.0907,
final_timing,fin_crit_sh,0.655,
final_timing,max_freq,0.462,GHz
layout,fillers,740,
hold_path,hold_path_class,"flip-flop to flip-flop",
flow_run,warnings,31,
clocking,clk_pin_slew,60,ps
final_timing,setup_viol,0,
floorplan,coreArea,7850,µm²
worst_setup_path,reg2reg_to,"inst_fclk.cntr[18]",
final_timing,relSlewSlack,0.490,
floorplan,num_io_pins,20,
clocking,clk_path_buf_depth,2,
floorplan,die_w,92.5,µm
worst_setup_path,slowest_delay,620,ps
worst_setup_path,critPathCaptureType,"flip-flop",
final_timing,unclocked_pins,44,
final_timing,skew,2.74,ps
final_timing,final_hold_viol_count,0,
placed_design,placed_area,3570,µm²
detailed_routing,diodes,0,
yosys,async_reset_ff_frac,0,
grt,grt_first_pass_wirelength,10700,µm
placed_design,gp_congestion,0.825,
yosys,yosys_cells,341,
final_timing,timing.hold.ws,461,ps
worst_setup_path,ff2ff_path_depth,5,
yosys,ys_warn_count,0,
yosys,yosys_area,3280,µm²
worst_setup_path,reg2reg_slack,1140,ps
clocking,post_cts_resized,0,
detailed_routing,dr_total_vias,2480,
final_timing,untimed_endpoints,60,
yosys,syn_area,3280,µm²
yosys,flop_cell,"dfxtp_1",
clocking,tritoncts,"done",
grt,overflow,0,
final_timing,fin_setup_tns,0,ps
worst_setup_path,critPathLaunchType,"flip-flop",
detailed_routing,wl_per_cell,13.7,µm
clocking,clockRootBuffer,"clkbuf_8",
grt,grtUsageTotal,0.160,
clocking,clk_latency,280,ps
yosys,synthesis.instances,341,
floorplan,fp_util,0.418,
clocking,htreeDepth,2,
worst_setup_path,cp_slowest_cell,"or4_4",
grt,grt_antenna_before_repair,0,
detailed_routing,drc,0,
detailed_routing,viasPerCell,5.45,
clocking,hold_buffers,0,
placed_design,hpwl,4240,µm
yosys,synth_flops,73,
final_timing,slew_viol_final,0,
clocking,cts_buffers,5,
worst_setup_path,path_class,"flip-flop to flip-flop",
status,status,"completed",
placed_design,port-buffer-count,19,
hold_path,hold_depth,1,
yosys,postSynthSeqShare,0.446,
worst_setup_path,r2r_start,"inst_fclk.cntr[0]",
power,cellPowerDensity,185,nW/µm²
floorplan,chipArea,8560,µm²
detailed_routing,drt_iter0_markers,166,
power,ir_drop,0.145,mV
grt,grt_max_degree,48,
hold_path,min_to,"inst_fclk.cntr[0]",
final_timing,grt_setup_unrepaired,"no",
worst_setup_path,crit_arrival,2370,ps
detailed_routing,ant_nets,0,
final_timing,layout_min_cycle_time,2160,ps
[area by class of cell]
cell class / count / area [µm²] / share of cell area
inverters: 11 / 41.3 / 0.0113
well taps: 102 / 128 / 0.0349
repair buffers: 25 / 235 / 0.0644
flip-flops and latches: 73 / 1460 / 0.400
clock buffers: 7 / 86.3 / 0.0236
multi-input cells: 237 / 1700 / 0.466
[stage by stage]
stage                util  std cells  setup WS [ps]  power [W]
finish              0.466        455           1140   0.000677
CTS                 0.466        455           1130   0.000681
detailed placement  0.455        448           1180   0.000394
floorplan               -        341           1360   0.000384
global route        0.466        455           1020   0.000705
global placement    0.455        448           1230   0.000394
[cell families (layout without fill, tap and decap cells)]
| logic type | Yosys count | in the layout | synth area share |
|---|---|---|---|
| AND/OR/NAND/NOR | 124 | 124 | 0.216 |
| adder cells (fa/ha/maj) | 10 | 10 | 0.0382 |
| AND-OR/OR-AND | 65 | 65 | 0.119 |
| buffers and inverters | 31 | 43 | 0.0382 |
| XOR/XNOR | 20 | 20 | 0.0534 |
| multiplexers | 18 | 18 | 0.0897 |
| flip-flops | 73 | 73 | 0.446 |
[worst max path at each step]
stage	end	slack (ps)	from
final	inst_fclk.cntr[18]	1140	inst_fclk.cntr[0]
after CTS	inst_fclk.cntr[18]	1130	inst_fclk.cntr[0]
after global routing	inst_fclk.cntr[18]	1020	inst_fclk.cntr[0]
[synthesized netlist by cell type (all sizes together), types with 11 or more instances]
library cell	count	share of area
clkbuf	17	0.019
xor2	11	0.029
nand4	13	0.029
or4	11	0.027
nand2	16	0.018
nor2	26	0.030
a211oi	11	0.027
a21oi	29	0.044
o21ai	13	0.020
inv	11	0.013
dfxtp	73	0.45
nand3	17	0.026
[critical path: cells and delay by family (launching register included)]
family          cells  cell delay [ps]
compound gates      1              160
fa+ha+maj           1              270
flops               1              390
simple gates        3             1280
[report_power, final]
group          internal (W)  switching (W)  total [W]
logic            0.00000936      0.0000173  0.0000266
registers          0.000355     0.00000451   0.000359
clock network      0.000165       0.000126   0.000291
[per-layer routing]
layer	wire (µm)	share of wire	track usage	vias up
met3	226	0.036	0.0234	5
met5	0	0	0	-
met4	29	0.0047	0.00911	0
li1	-	-	-	1271
met1	3240	0.52	0.259	1169
met2	2740	0.44	0.246	35
[layout by cell type, fill, tap and decap left out, types with 6 or more instances in the layout]
master           count
dfxtp_1             73
o31ai_1              8
or4_1                9
xor2_1              11
nor3_1               8
clkbuf_8             6
inv_1               11
xnor2_1              9
o21ai_0             13
mux4_2               9
nand4_1             12
clkdlybuf4s50_1     19
mux2i_1              8
a211oi_1            10
ha_1                10
nand3_1             17
buf_4                6
a21oi_1             29
nand2_1             16
nor2_1              25
Power is estimated from default activity; no workload was simulated.
